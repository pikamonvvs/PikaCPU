File: ./run.sh
#!/bin/bash
# OpenROAD 26Q1-2900-gdf79404cd8, Yosys 0.63+post, stock flow scripts
make -C /OpenROAD-flow-scripts/flow DESIGN_CONFIG=/design/flow/config.mk WORK_HOME=/design/flow/orfs finish
File: ./config.mk
export PLATFORM = sky130hd
export DESIGN_NAME = DataMem
export DESIGN_NICKNAME = DataMem
export VERILOG_FILES = /design/flow/design.v
export SDC_FILE = /design/flow/constraint.sdc
export NUM_CORES = 4
export LEC_CHECK = 1
export CORE_UTILIZATION = 40
export SYNTH_HDL_FRONTEND = slang
File: ./constraint.sdc
current_design DataMem

set clk_period 3.5
set clk_io_pct 0.2

create_clock -name clk0 -period $clk_period [get_ports {clk}]

set non_clock_inputs [all_inputs -no_clocks]
set_input_delay [expr $clk_period * $clk_io_pct] -clock clk0 $non_clock_inputs
set_output_delay [expr $clk_period * $clk_io_pct] -clock clk0 [all_outputs]
File: ./design.v
module DataMem (
	output [31:0] dataOut,
	input clk, reset, writeEn,
	input [31:0] addr, dataIn
	);
	integer i;
	reg [31:0] memory[0:128 - 1];
	always @ (posedge clk)
	begin
		if (reset)
			for (i = 0; i < 128; i = i + 1)
				memory[i] <= 0;
		else if (writeEn)
			memory[i] <= dataIn;
	end
	assign dataOut = memory[addr];
endmodule
==> run notes <==
Item: results of the latest flow run.

- The vertical die dimension is 65.0 µm.
- The number of antenna violations at the first check in global routing is 0.
- The register with the most flip-flops in the layout has 32 of them.
- Looking at the worst setup and hold paths, the clock pins of their registers show a slew of 0.06 ns.
- The number of buffer cells added on primary ports is 73.
- The placer congestion estimate is 0.716.
- The cell total in the yosys stat output is 112.
- The relative max-transition margin is 48.9%.
- The maximum number of pins on one net before global-route repair is 33.
- The post-route netlist has 5.95% of its cells at a drive strength greater than 1.
- The average via count per standard cell is 4.92.
- The type of the worst setup path is input pin to output port.
- Timing would allow up to 318 MHz.
- The detailed router's first-iteration violation count is 72.
- After synthesis, flip-flops and latches occupy 60.6% of the total area.
- The count of flip-flops with a built-in enable after synthesis is 32.
- The registers reported with the highest flop counts are memory x32.
- The core region is 0.00374 mm².
- Per the post-synthesis stats, the area per cell is 14.2 µm².
- The post-cts hold-fix buffer tally is 0.
- After legalization and detailed placement, the total HPWL measured 1990 µm.
- The number of DRC violations after detailed routing is 0.
- Setup slack on the worst path after placement came out at 0.361 ns.
- The stage delay of the slowest cell on the critical path is 0.46 ns.
- Along the critical path, the tally of buffer and inverter instances is 3.
- STA lists the maximum fanout along the critical path as 32.
- The async set-reset flop share out of synthesis is 0%.
- Sorting the synthesized cells by area gives the leading types as edfxtp_1 61%, and4b_1 20%, and2_1 13%.
- Counting the warning lines in the Yosys log gives 0.
- Per the summary, power density relative to cell area is 333 mW/mm².
- According to the I/O placement log, the pin count is 99.
- The count of clock tree sinks is 32.
- The TritonCTS clock tree is yes.
- Per the STA report, the cell with the highest stage delay on the worst path is clkdlybuf4s50_1.
- The sort of element at the end of the critical path is an output port.
- On the critical path the largest part of the delay comes from buffers and inverters.
- For this run, the script counts the antenna cells in the layout as 0.
- The flip-flop cell with the highest count after synthesis is edfxtp_1.
- Setup repair after global routing left no endpoint under its margin.
- At the pin with the least slew margin, the transition time is 0.765 ns.
- Warnings raised by the tools during the run amount to 51.
- The final design utilization is 64.6%.
- Per the OpenROAD floorplan log, the width of the die is 65.0 µm.
- The biggest area consumer among synthesized cells is edfxtp_1.
- The global routing usage summed across all routing layers is 17.1%.
- The average wire length per cell after detail routing is 13.6 µm.
- The clock tree buffer depth is 2.
- The count of pins over their slew limit is 0.
- The number of gates resized after cts is 0.
- The total die size is 0.00422 mm².
- Endpoints with negative setup slack in the final report add up to 0.
- Sorting the synthesized cells by how often they occur yields 32 x and2_1, 32 x and4b_1, 32 x edfxtp_1, 9 x clkbuf_1, 3 x buf_6.
- The critical path goes through clkdlybuf4s50_1 > nor4_4 > buf_4 > and4b_1 > clkdlybuf4s50_1.
- The first global-routing pass estimated 5120 µm of wire.
- The flow ran to the end, and the final reports show no timing, DRC or antenna violations.
- The clock period minus final worst setup slack is 3.14 ns.
- In the finished design, the share of the clock period the worst path needs comes to 89.7%.
- The root buffer cell is clkbuf_8.
- For this design the static power due to leakage is 0.970 nW.
- After synthesis, the chip area reported by Yosys is 0.00159 mm².
- The critical path arrival is 2.44 ns.
- The hold violation total from the final report is 0.
- The number of search-and-repair iterations in the first detailed-routing pass is 4.
- The effective utilization at floorplan is 42.4%.
- The sum of routed wire length over all layers is 3170 µm.
- The post-route setup TNS is 0 ns.
- The row count is 22.
- The flip-flop and latch count after synthesis is 32.
- The number of global-route vias before repair was 1059.
- The max-cap check violation count is 0.
- The cell repeated most along the worst path is clkdlybuf4s50_1.
- The total power after layout is 0.000807 W.
- In the synthesized netlist, the number of instances is 112.
- Excluding fillers, the count of instances in the completed layout stands at 233.
- CTS added clock buffers totalling 5.
- The number of placed instances, taps included, is 225.
- The OpenROAD report gives the critical path a required time of 2.80 ns.
- Recorded from the global router log, the overflow total was 0.
- The H-tree depth reported by CTS is 2.
- The largest register by flop count is memory.
- The final worst slack is 0.359 ns.
- Summing over every cut layer, the via total after detailed routing is 1146.
- The fraction of synthesized cell area taken by the top area cell type is 60.6%.
- STA classifies the critical path startpoint as an input pin.
- The post-CTS setup-driven buffer insertion count is 0.
- The synthesized netlist contains 9 unique library cells.
- Checking hold timing, the worst path is listed with class input pin to flip-flop.
- The detail route stage leaves a number of antenna-violating nets equal to 0.
- The post-synthesis cell area is 0.00159 mm².
- Per the power-grid run, VDD falls by no more than 0.232 mV.
- The growth of design area from synthesis to finish is 52.5%.
## cells by family (layout without fill, tap and decap cells)
family | Yosys count | after routing | share of synthesized area (%)
buf+inv | 12 | 85 | 4.26
flops | 32 | 32 | 60.6
simple gates | 68 | 68 | 35.2
## layer usage
metal	GRT usage [%]	part of all wire, %
met5	0	0
met4	2.50	1.4
met3	5.54	8.2
met2	25.0	46
met1	27.3	45
## power breakdown
group          internal [W]  switching (W)  total (W)
clock              0.000138       0.000121   0.000259
combinational     0.0000560      0.0000314  0.0000873
sequential         0.000455     0.00000519   0.000460
total              0.000649       0.000158   0.000807
## cells in the final DEF, fill, tap and decap left out, drive strengths merged
master         netlist  routed
edfxtp              32      32
clkbuf               9       7
and4b               32      32
nor4                 1       1
clkinv               0       1
clkdlybuf4s50        0      73
and2                32      32
buf                  3       4
nor2b                1       1
or2                  1       1
nor2                 1       1
## per-stage QoR
step	area, µm²	hold slack (ns)
CTS	2420	1.06
global route	2420	1.07
detailed placement	2340	1.36
floorplan	1590	0.898
finish	2420	1.07
global placement	2340	1.36
## area by class of cell
type,count,area [µm²]
sequential,32,961
clock buffer,7,76.3
tap,48,60.1
fill,297,1320
clock inverter,1,3.75
timing repair buffer,77,761
multi-input combinational,68,558
## path summary, 6_finish.rpt
check / slack, ns / endpoint / start / depth (start not counted)
setup / recovery: 0.36 / dataOut[20] / addr[6] / 5
hold / removal: 1.07 / memory[0][30] / dataIn[30] / 2
Power is estimated from default activity; no workload was simulated.
