[/design/flow/design.v]
module dataMem(
	input reset,
	input [31:0] address,
	input [31:0] dataIn,
	input writeEnable,
	output [31:0] dataOut
	);
	reg [31:0] memory[0:256-1];
	integer i;
	always @ (*) begin
		if (!reset) begin
			for (i = 0; i < 256; i = i + 1)
				memory[i] <= 0;
		end
		else begin
			if (writeEnable) begin
				memory[address[22-1:0]] <= dataIn;
			end
		end
	end
	assign dataOut = memory[address];
endmodule  
[/design/flow/run.sh]
#!/bin/bash
# OpenROAD 26Q1-2900-gdf79404cd8, Yosys 0.63+post, stock flow scripts
make -C /OpenROAD-flow-scripts/flow DESIGN_CONFIG=/design/flow/config.mk WORK_HOME=/design/flow/orfs finish
[/design/flow/config.mk]
export PLATFORM = sky130hd
export DESIGN_NAME = dataMem
export DESIGN_NICKNAME = dataMem
export VERILOG_FILES = /design/flow/design.v
export SDC_FILE = /design/flow/constraint.sdc
export NUM_CORES = 4
export LEC_CHECK = 1
export CORE_UTILIZATION = 40
export SYNTH_HDL_FRONTEND = slang
[/design/flow/constraint.sdc]
current_design dataMem

set clk_period 40.3
set clk_io_pct 0.2

create_clock -name clk0 -period $clk_period

set non_clock_inputs [all_inputs -no_clocks]
set_input_delay [expr $clk_period * $clk_io_pct] -clock clk0 $non_clock_inputs
set_output_delay [expr $clk_period * $clk_io_pct] -clock clk0 [all_outputs]
==> ds_physical_params.txt <==
Implementation parameters

Parameter                              Value

Run status
  Result of the run .................. completed

Routing
  Routed wire length on met3 .................. 64,800 µm
  Number of vias per cell .................. ~5.7
  Initial DRT Pass Iterations .................. 5
  Routed length per placed instance .................. around 29 µm
  Met1 WL .................. around 220,000 µm
  Met2 wire length .................. between 200,000 and 300,000 µm
  Number of nets with antenna violations after detailed routing .................. 0
  Drt total wl .................. between 500,000 and 600,000 µm
  DRC viols .................. 0
  Highest metal layer used by the detailed router .................. met5
  Vias after detailed routing .................. 109,504
  Number of DRC violations after detailed-routing iteration 0 .................. approximately 7,000

Yosys
  Synth Flop Type .................. sky130_fd_sc_hd__dlxtp_1
  Area share, top type .................. between 60% and 70%
  Warning count from the yosys run .................. 0
  Top cell types by occurrence after synthesis .................. sky130_fd_sc_hd__dlxtp_1 (8,192), sky130_fd_sc_hd__mux4_2 (2,048), sky130_fd_sc_hd__a22oi_1 (1,024), sky130_fd_sc_hd__a21oi_1 (512), sky130_fd_sc_hd__clkbuf_1 (489)
  Cell total in the yosys stat output .................. about 13,000
  Post-synthesis average cell area .................. 14.2 µm²
  Top cells by area .................. sky130_fd_sc_hd__dlxtp_1 (66%), sky130_fd_sc_hd__mux4_2 (25%), sky130_fd_sc_hd__a22oi_1 (4.1%)
  Number of enable-type register cells in the synthesized netlist .................. 0
  Cell count after synthesis .................. 13,110
  Fraction of registers with async set/reset .................. 0%
  Total cell area reported by yosys after synthesis .................. about 190,000 µm²
  Most instantiated library cell after synthesis .................. sky130_fd_sc_hd__dlxtp_1
  Count of state elements after synthesis .................. 8,192
  Area of the mapped netlist .................. 186,000 µm²
  Cell accounting for the most synthesized area .................. sky130_fd_sc_hd__dlxtp_1
  Unique cell types .................. 23

Floorplanning
  Starting density of the core .................. around 40%
  I/O pin count .................. 98
  Horiz. Die Dim .................. slightly below 700 µm
  Die area .................. 468,000 µm²
  Die height .................. around 680 µm
  Placeable Area .................. between 400,000 and 500,000 µm²
  Placement row count .................. around 250

Critical path
  Type of element capturing the critical path .................. output port
  Delay-heaviest family, CP .................. buffers and inverters
  Worst Setup Path Type .................. primary input to output port
  WP buf/inv .................. 10
  Crit Path Max Fanout .................. 74
  List of cells traversed by the critical path .................. buf_16, buf_4, buf_4, buf_4, buf_4, buf_4, buf_4, buf_4, mux4_2, a22oi_1, a21oi_1, o41ai_2, buf_4, nand4_1, clkdlybuf4s50_1
  Highest cell delay on the worst timing path .................. roughly 760 ps
  Data arrival at the endpoint of the critical path .................. approximately 16,000 ps
  CP required .................. 32,240 ps
  Critical path startpoint category .................. primary input
  Critical-path top delay cell .................. sky130_fd_sc_hd__buf_4
  Crit path top cell by count .................. sky130_fd_sc_hd__buf_4

Global route
  Global-route wire length before repair .................. around 810,000 µm
  Maximum number of pins on one net before global-route repair .................. 132
  Overall track demand over capacity in global routing .................. between 20% and 30%
  Initial antenna violation count .................. 28
  Overall overflow remaining after global route .................. 0
  Via count of the first global-routing pass .................. 107,695

Final timing
  # setup viols final .................. 0
  Number of failing hold endpoints at the final stage .................. 0
  Worst slew margin relative to its limit .................. roughly a fifth
  Setup_tns .................. 0 ps
  Worst Tran Pin Value .................. 1170 ps
  Post-route minimum period .................. about 24,000 ps
  Number of max-slew violations in the final report .................. 0
  RSZ-0062 raised after global routing .................. no
  Crit share post-route .................. between 50% and 60%
  Count of unclocked register or latch pins .................. 8,192
  Maximum frequency from static timing analysis .................. about 0.042 GHz
  Number of unconstrained endpoints .................. 8,192

Pwr
  Maximum vdd ir drop .................. ~0.012 mV
  Power density of the placed cells .................. approximately 7.9 nW/µm²
  Switching part of the total .................. between 40% and 50%
  Leakage dissipation .................. between 80 and 90 nW
  Internal portion of total power .................. 0.000899 W
  Net switching component of the power .................. between 0.0006 and 0.0007 W

Hold path
  Worst hold path startpoint .................. address[1]
  Worst Hold Endpoint .................. dataOut[13]
  Path class of the lowest-slack min-delay path .................. primary input to output port
  Hold Crit Depth .................. 8

Job
  Maximum capacitance violations .................. 0
  Tool warnings .................. 50

Finish
  Layout cells sized above 1 .................. about a quarter
  Count of non-filler cells in the finished layout .................. between 15,000 and 20,000
  Most flops, register .................. memory
  Filler instances .................. approximately 42,000
  Flip-flop count of the largest register, all copies and words added .................. roughly 8,200
  Layout Area Growth over Synthesis .................. 6.70%
  Post-layout util .................. roughly 43%
  Regs by FF count .................. memory: 8192 flops

Clock tree
  Resized cells post-CTS .................. 0
  Post-CTS setup buffer count .................. 0
  Post-CTS Hold Buffers .................. 0

Placed design
  Placed instance count .................. 19,265
  DPL Wire Length .................. around 350,000 µm
  Number of buffers added on ports .................. slightly below 90
  Weighted congestion at the end of routability-driven global placement .................. around 0.9
[worst max-delay path by stage]
stage / start / end / depth (start not counted)
global route: address[0] / dataOut[16] / 13
finish: address[1] / dataOut[23] / 15
CTS: address[1] / dataOut[23] / 15
[cells by family after synthesis]
kind of cell	count (synthesis)	synth area share, %
AOI/OAI and AO/OA	1920	6.80
buffers and inverters	813	1.94
latches	8192	66.1
muxes	2048	24.8
and+or+nand+nor	137	0.409
[placed cells by master, fill, tap and decap left out, types with 7 or more instances in the layout]
cell type,n
sky130_fd_sc_hd__nand3_2,12
sky130_fd_sc_hd__o21ai_4,16
sky130_fd_sc_hd__clkdlybuf4s50_1,85
sky130_fd_sc_hd__nand2_1,25
sky130_fd_sc_hd__buf_4,691
sky130_fd_sc_hd__and2_4,33
sky130_fd_sc_hd__o41ai_2,54
sky130_fd_sc_hd__a22oi_1,1024
sky130_fd_sc_hd__a21oi_1,512
sky130_fd_sc_hd__dlxtp_1,8192
sky130_fd_sc_hd__diode_2,20
sky130_fd_sc_hd__o41ai_4,10
sky130_fd_sc_hd__o41ai_1,64
sky130_fd_sc_hd__buf_12,15
sky130_fd_sc_hd__o21ai_2,240
sky130_fd_sc_hd__mux4_2,2048
sky130_fd_sc_hd__nand4_1,35
sky130_fd_sc_hd__nand3_1,7
[layer usage]
layer	vias to the layer above	global-route usage (%)
met4	29	7.11
met2	3664	37.3
met1	57280	36.0
li1	48052	-
met3	479	11.2
met5	-	0.388
[power by group through the flow]
stage                 registers (W)  clock network (W)  logic, W
after global routing       0.000641   0.00000000000335  0.000999
after CTS                  0.000618                  0  0.000951
[cell type report]
type                            instances  area, µm²  share of cell area (%)
Sequential cell                      8192     123000                    61.9
Tap cell                             6174       7720                    3.89
Timing Repair Buffer                  794       6410                    3.23
Multi-Input combinational cell       4105      61400                    30.9
Antenna cell                           20       50.0                  0.0252
[through the flow]
step / total power (W) / worst slack [ps] / hold WS, ps / area, µm²
4_1_cts: 0.00157 / 16610 / 17920 / 199000
2_1_floorplan: 0.00124 / 22270 / 16330 / 186000
3_3_place_gp: 0.00155 / 16610 / 17910 / 199000
3_5_place_dp: 0.00157 / 16630 / 17910 / 199000
6_report: 0.00156 / 16600 / 17960 / 199000
5_1_grt: 0.00164 / 16330 / 17950 / 199000
Power is estimated from default activity; no workload was simulated.
