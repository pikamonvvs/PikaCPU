$ cat ./design.v
module regFile(
	input reset,
	input [3:0] reg_num,
	input reg_write_en,
	input [31:0] reg_data_in,
	output [31:0] reg_data_out,
	input [31:0] pc_in,
	input pc_write_en,
	output [31:0] pc_out,
	input [31:0] cpsr_in,
	input cpsr_write_en,
	output [31:0] cpsr_out
	);
	reg [31:0] regs[0:15];
	reg pc;
	reg cpsr;
	integer i;
	always @ (*) begin
		if (!reset) begin
			for (i = 0; i < 16; i = i + 1)
				regs[i] <= 0;
		end
		else
		begin
			if (reg_write_en)
				regs[reg_num] <= reg_data_in;
			if (pc_write_en)
				pc <= pc_in;
			if (cpsr_write_en)
				cpsr <= pc_in;
		end
	end
	assign reg_data_out = regs[reg_num];
	assign pc_out = pc;
	assign cpsr_out = cpsr;
endmodule  
$ cat ./run.sh
#!/bin/bash
# OpenROAD 26Q1-2900-gdf79404cd8, Yosys 0.63+post, stock flow scripts
make -C /OpenROAD-flow-scripts/flow DESIGN_CONFIG=/design/flow/config.mk WORK_HOME=/design/flow/orfs finish
$ cat ./config.mk
export PLATFORM = sky130hd
export DESIGN_NAME = regFile
export DESIGN_NICKNAME = regFile
export VERILOG_FILES = /design/flow/design.v
export SDC_FILE = /design/flow/constraint.sdc
export NUM_CORES = 4
export LEC_CHECK = 1
export CORE_UTILIZATION = 40
export SYNTH_HDL_FRONTEND = slang
$ cat ./constraint.sdc
current_design regFile

set clk_period 2.8
set clk_io_pct 0.2

create_clock -name clk0 -period $clk_period

set non_clock_inputs [all_inputs -no_clocks]
set_input_delay [expr $clk_period * $clk_io_pct] -clock clk0 $non_clock_inputs
set_output_delay [expr $clk_period * $clk_io_pct] -clock clk0 [all_outputs]
==> results.cfg <==
; synthesis and place-and-route metrics
[status]
outcome = finished, final reports clean

[route]
drt-total-wl_mm = 27.78
viasPerCell = 5.079
drc = 0
vias = 7070
route.detailed.wl_per_inst_um = 19.95
antenna_left = 0
initialDrtViolationCount = 340
drtPass1Iterations = 4

[sta]
slew_viol_final = 0
tns_ns = 0
unconstrained_endpoints = 516
period_used_share = 0.9949
max_freq_mhz = 359.0
hold_viol_final = 0
worstMarginPinSlew_ns = 0.8944
timing.final.crit_period_ns = 2.786
slew_headroom = 0.4037
setup_violations = 0
unclocked_pins = 514

[power]
power.static_leakage_uw = 0.006235
power.density_mw_per_mm2 = 116.5
irDropWorstVdd_mv = 0.07931

[logic_synthesis]
synth_area_mm2 = 0.01231
ys_area_mm2 = 0.01231
area_leaders = dlxtp_1 (63%), mux4_2 (23%), a22oi_1 (3.9%)
synth_top_area_share = 0.6269
yosys_cells = 915
async_flop_share = 0
ys_ff = 514
synthTopCellsByCount = dlxtp_1 (514), mux4_2 (128), a22oi_1 (64), buf_4 (64), and2_1 (35)
top_area_cell = dlxtp_1
yosysWarnings = 0
yosysUniqueCellTypes = 19
yosysMostFrequentCell = dlxtp_1
syn_inst = 915
yosys_most_used_dff = dlxtp_1
avgSynthCellArea_um2 = 13.46
synth-edff-count = 0

[min_path]
hold_path_class = input port to output port
holdPathStages = 6

[setup_path]
arrival_ns = 2.23
worst-path-buf-inv = 3
crit_chain = clkbuf_16 -> clkbuf_16 -> mux4_2 -> a22oi_1 -> nand2_1 -> clkdlybuf4s50_1
critical_path_required_ns = 2.24
worst_setup_path_start_kind = input port
path_class = input port to output port
cp-end-kind = output port
worstPathMaxFanout = 12
cpPeakStageDelay_ns = 0.50
critical_path_depth = 6
slowest_stage = mux4_2
cp_top_family = buffers and inverters
cpMostUsedCell = clkbuf_16

[cells_and_area]
n_fill_cell = 2663
drive_gt1_frac = 0.2448
fin_util = 0.4751
syn_to_final_growth_pct = 15.57

[placed_design]
io_buffers = 75
dp_hpwl_mm = 17.20
place.gp.congestion = 0.7546

[floorplan]
die-area_mm2 = 0.03149
die_h_um = 177.5
core_area_mm2 = 0.02995
die_width_um = 177.5
rows = 63
ios = 200
fp_util = 0.4111

[flow_run]
warnings = 96
maxCapViolations = 0

[global_route]
grt_pass1_vias = 6935
antenna_found_initial = 0
overflow = 0
grt_max_degree = 51
grt_pass1_wl_mm = 42.34
track_usage = 0.1903

[cts]
holdBufCountCts = 0
-- through the flow --
step	instances	hold slack (ns)	total power [uW]	setup WS [ns]	cell area, um2
floorplan	976	1.366	1179	0.4737	12540
global placement	1377	2.275	1572	-0.1172	13710
detailed placement	1377	2.265	1586	-0.1215	13710
CTS	1387	2.246	1641	-0.02603	13970
global route	1391	1.955	1767	-0.003809	14230
finish	1392	1.874	1658	0.01437	14230
-- tightest hold or removal path: stages --
cell and delay (ns):
buf_12 0.11, buf_16 0.17, mux4_2 0.24, a22oi_2 0.05, nand2_1 0.07, dlymetal6s2s_1 0.08
-- cell families (layout without fill, tap and decap cells) --
group	after synthesis	after routing	synth area share
mux	128	128	0.2341
compound gates	80	80	0.04552
latches	514	514	0.6269
buf+inv	114	139	0.06035
simple gates	78	78	0.03302
other cells	1	63	0.0003045
-- layer usage --
metal	track usage	wire, um	up-vias
met5	0	0	-
met4	0.007123	177	0
met3	0.03469	1475	12
met2	0.2920	13140	185
met1	0.3160	12980	3579
li1	-	-	3294
-- layout by cell type (no fill, tap or decap), types with 16 or more instances in the layout --
cell,netlist,final
dlxtp_1,514,514
mux4_2,128,128
clkdlybuf4s50_1,0,65
conb_1,1,62
a22oi_1,64,37
and2_1,35,34
buf_4,64,32
nand2_1,33,31
a22oi_2,0,27
buf_12,0,17
o21ai_2,0,16
-- state kept, by name (all words and copies together), names as in the netlist --
register and count:
cpsr 1, pc 1, regs 512
-- repair_timing --
item,in CTS,in global routing
buffers inserted,5,0
pin swaps,1,7
endpoints found under the setup margin,32,32
gates resized,18,40
endpoints found under the hold margin,0,0
gates cloned,5,4
-- final timing paths --
path,startpoint,end,slack [ns]
worst max-delay path,reg_num[0],reg_data_out[5],0.01
worst min-delay path,reg_num[0],reg_data_out[21],1.87
-- area by class of cell --
class / count / area (um2) / area share
antenna: 1 / 2.502 / 0.0001758
multi-input combinational: 348 / 4308 / 0.3027
sequential: 514 / 7717 / 0.5423
tap: 390 / 488.0 / 0.03429
timing repair buffer: 139 / 1715 / 0.1205
-- power by group --
group	switching, uW	total [uW]	internal, uW
Clock	0	0.0000890	0.0000890
Combinational	555	1070	513
Sequential	38.0	590	552
Total	593	1660	1060
Power figures rest on the tool's default switching activity, not on a simulated workload.
